[flow/run.sh]
#!/bin/bash
# OpenROAD 26Q1-2900-gdf79404cd8, Yosys 0.63+post, stock flow scripts
make -C /OpenROAD-flow-scripts/flow DESIGN_CONFIG=/design/flow/config.mk WORK_HOME=/design/flow/orfs finish
[flow/constraint.sdc]
current_design arch_regfile

set clk_period 8.3
set clk_io_pct 0.2

create_clock -name clk0 -period $clk_period [get_ports {clk}]

set non_clock_inputs [all_inputs -no_clocks]
set_input_delay [expr $clk_period * $clk_io_pct] -clock clk0 $non_clock_inputs
set_output_delay [expr $clk_period * $clk_io_pct] -clock clk0 [all_outputs]
[flow/design.v]
package core_pkg;
  parameter int XLEN        = 32;    
  parameter int ARCH_REGS   = 32;    
  parameter int PREGS       = 64;    
  parameter int ROB_ENTRIES = 32;    
  parameter int IQ_ENTRIES  = 32;    
  parameter int LSQ_ENTRIES = 32;    
  parameter int FETCH_WIDTH = 2;     
  parameter int ISSUE_WIDTH = 2;     
  localparam int LOG2_PREGS = (PREGS <= 1) ? 1 : $clog2(PREGS);
  localparam int LOG2_ARCH  = (ARCH_REGS <= 1) ? 1 : $clog2(ARCH_REGS);
  typedef logic [XLEN-1:0]  reg_t;
  typedef logic [LOG2_PREGS-1:0] preg_tag_t;
  typedef logic [LOG2_ARCH-1:0]  areg_tag_t;
endpackage : core_pkg
`timescale 1ns/1ps
import core_pkg::*;
module arch_regfile #(
    parameter int XLEN = core_pkg::XLEN,
    parameter int ARCH_REGS = core_pkg::ARCH_REGS,
    parameter int WRITE_PORTS = 2
)(
    input  logic                clk,
    input  logic                reset,
    input  logic [WRITE_PORTS-1:0]      wen,
    input  logic [WRITE_PORTS-1:0][4:0]                  waddr,
    input  logic [WRITE_PORTS-1:0][XLEN-1:0]             wdata,
    input  logic [4:0]                  raddr0,
    output logic [XLEN-1:0]             rdata0,
    input  logic [4:0]                  raddr1,
    output logic [XLEN-1:0]             rdata1
);
    logic [XLEN-1:0] regs [0:ARCH_REGS-1];
    always_ff @(posedge clk or posedge reset) begin
        if (reset) begin
            for (int i = 0; i < ARCH_REGS; i++) begin
                regs[i] <= '0;
            end
        end else begin
            if (wen[0] && waddr[0] != 5'd0) begin
                regs[waddr[0]] <= wdata[0];
            end
            if (wen[1] && waddr[1] != 5'd0) begin
                if (!(wen[0] && waddr[0] == waddr[1])) begin
                    regs[waddr[1]] <= wdata[1];
                end
            end
        end
    end
    assign rdata0 = (raddr0 == 5'd0) ? '0 : regs[raddr0];
    assign rdata1 = (raddr1 == 5'd0) ? '0 : regs[raddr1];
endmodule
[flow/config.mk]
export PLATFORM = sky130hd
export DESIGN_NAME = arch_regfile
export DESIGN_NICKNAME = arch_regfile
export VERILOG_FILES = /design/flow/design.v
export SDC_FILE = /design/flow/constraint.sdc
export NUM_CORES = 4
export LEC_CHECK = 1
export CORE_UTILIZATION = 40
==> results.cfg <==
; synthesis and place-and-route metrics
[grt]
grt.busiest_layer = met2
grt_pass1_wl_um = 592000
use_met2 = 0.733
grt_usage = 0.589
grt_max_degree = 104
grt_antenna_before_repair = 59
grt_use_met3 = 0.401
grt_pass1_vias = 63000
grt-ovfl-total = 0
use_met1 = 0.728

[worst_setup_path]
worstPathArrival_ns = 5.69
r2r_start = regs[3][30]$_DFF_PP0_
cp-end-kind = output pin
cp_slowest_cell = nor2_4
r2r_setup_slack_ns = 7.04
crit_path_end = rdata0[1]
worst_setup_path_start_kind = input port
r2r-end = regs[3][30]$_DFF_PP0_
worst_ep_required_time_ns = 6.64
crit_family = buffers and inverters
crit_fanout = 34
critPathBufInv = 4
startpoint = raddr0[2]
cp_num_cells = 9
path_common_cell = buf_4
crit_chain = buf_2 -> buf_4 -> nand3b_1 -> nor2_4 -> buf_4 -> a22oi_1 -> and4_1 -> a31oi_1 -> clkdlybuf4s50_1
path_class = in2out
cpPeakStageDelay_ns = 0.87
r2r_cells = 2

[run]
cap_violations = 1
warnings = 33

[clock_tree]
cts_setup_buffers = 0
htreeDepth = 3
cts_buffer_depth = 3
postCtsHoldBufs = 0
root_buffer = clkbuf_16
clk_latency_ns = 0.76
cts_buffers = 116
cts_tree = yes
cts.sinks = 992
path_clk_slew_ns = 0.06
cts_resized = 0

[routing]
drc = 0
dr.pass1.iters = 8
via_per_inst = 7.54
final_antenna_net_count = 0
dr.first_iter.drc_count = 9691
wl_per_cell_um = 50.1
vias = 67900
routed_wirelength_um = 451000

[layout]
area_delta_synth_final_pct = 15.6
top_regs = regs x992
top_register = regs
largest_reg_flops = 992
post-route-util = 0.468
lay_top_cells = 992 x dfrtp_1, 963 x a21oi_1, 912 x nor2_1, 828 x mux2i_1, 471 x nand3_1
mostFrequentLayoutCell = dfrtp_1
num-fill-cells = 14300
final_cells = 9010
drive_above_1_share = 0.145

[synth]
ys_area_um2 = 61900
ys_top_cells_by_area = dfrtp_1 40%, mux2i_1 13%, a21oi_1 7.8%
top_area_frac = 0.401
synthCells = 6913
ys_seq_frac = 0.401
yosysUniqueCellTypes = 84
numSynthFlops = 992
largest_area_cell = dfrtp_1
syn_area_um2 = 61900
edf_count = 0
avgSynthCellArea_um2 = 8.95
ff_type = dfrtp_1
ys_warn_count = 2
yosysCellCount = 6913
synthArstFlopShare = 1.00

[die]
rows = 143
chipArea_um2 = 156000
core_um2 = 153000
num_io_pins = 152
die_h_um = 395
floorplan.core_util = 0.405
dieWidth_um = 395

[final_timing]
setup_viol = 0
hold_violations = 0
tns_ns = 0
relSlewSlack = -0.0473
worst_slew_pin_slew_ns = 1.55
rsz0062_at_grt = false
layout_min_cycle_time_ns = 7.35
max_freq_mhz = 136
finalCritPeriodShare = 0.886
clock_skew_ns = 0
drv_slew = 2

[pwr]
leakage_uw = 0.0318
power.density_nw_per_um2 = 244
peakVddDrop_mv = 0.188

[outcome]
outcome = complete, but fails checks
violations = capacitance limit, slew limit

[place]
hpwl_um = 282000
dp_cells = 8708
place_congestion = 1.08
numPortBuffers = 151

[hold_path]
hold_path.class = reg2reg
-- power breakdown --
group | internal [uW] | switching, uW
Sequential | 6180 | 1870
Clock | 3460 | 2400
Combinational | 1590 | 1970
-- synth_stat cells (7+ instances only) --
cell type / instances
a2111oi_0: 106
a21oi_1: 963
a221o_1: 7
a221oi_1: 13
a222oi_1: 41
a22o_1: 45
a22oi_1: 341
a31o_2: 7
a31oi_1: 55
a32o_1: 18
a32oi_1: 70
and2_1: 30
and3_1: 336
and3b_1: 8
and4_1: 47
and4b_1: 7
buf_1: 58
buf_2: 177
buf_4: 18
clkbuf_1: 560
dfrtp_1: 992
inv_1: 10
mux2_2: 160
mux2_4: 20
mux2i_1: 828
nand2_1: 104
nand2b_1: 11
nand3_1: 475
nand4_1: 180
nor2_1: 937
nor2_2: 10
nor2b_1: 16
nor3_1: 28
nor3_2: 13
nor3b_1: 7
nor4_1: 33
nor4bb_1: 8
o2111ai_1: 7
o2111ai_2: 19
o21ai_0: 7
o31a_1: 25
or2_2: 10
-- per-stage QoR --
step	total power (uW)	setup slack (ns)	instance area [um2]	hold WS, ns
finish	17500	0.946	71500	0.576
global route	17900	1.08	71400	0.595
CTS	17200	1.20	71300	0.568
detailed placement	11400	1.20	67100	0.559
global placement	11400	1.33	67100	0.557
floorplan	9300	-7.03	61900	0.527
-- logic make-up (layout without fill, tap and decap cells) --
kind of cell | after synthesis | after routing | synth area share
xor+xnor | 5 | 5 | 0.000708
mux | 1012 | 1012 | 0.169
other cells | 0 | 83 | 0
simple gates | 2300 | 2300 | 0.186
buf+inv | 830 | 814 | 0.0558
flops | 992 | 992 | 0.401
compound gates | 1774 | 1774 | 0.187
-- per-layer routing --
layer  part of all wire  up-vias  wire length, um
li1                   -    25600                -
met1               0.35    33600           160000
met2               0.38     6551           171000
met3               0.18     2145            80200
met4              0.087       50            39400
met5             0.0020        -              904
-- area by class of cell --
cell class	instances	area, um2	area share
Antenna cell	83	208	0.00290
Clock inverter	61	962	0.0134
Sequential cell	992	24800	0.347
Timing Repair Buffer	585	5160	0.0721
Clock buffer	158	3320	0.0464
Multi-Input combinational cell	5091	34500	0.482
Tap cell	2030	2540	0.0355
Inverter	10	41.3	0.000577
-- how the worst min path moves through the flow --
stage	start	endpoint	slack (ns)	depth (start not counted)
4_1_cts	regs[8][17]$_DFF_PP0_	regs[8][17]$_DFF_PP0_	0.57	2
5_1_grt	regs[8][17]$_DFF_PP0_	regs[8][17]$_DFF_PP0_	0.59	2
6_report	regs[8][17]$_DFF_PP0_	regs[8][17]$_DFF_PP0_	0.58	2
-- worst register-to-register path, cell delays in order, from the launching register on --
cell     delay [ns]
dfrtp_1        0.55
mux2_2         0.34
mux2_2         0.25
No activity file was given, so power comes from the tool's default toggle rates.
