## design/flow/design.v

```verilog
package core_pkg;
  parameter int XLEN        = 32;    
  parameter int ARCH_REGS   = 32;    
  parameter int PREGS       = 64;    
  parameter int ROB_ENTRIES = 32;    
  parameter int IQ_ENTRIES  = 32;    
  parameter int LSQ_ENTRIES = 32;    
  parameter int FETCH_WIDTH = 2;     
  parameter int ISSUE_WIDTH = 2;     
  localparam int LOG2_PREGS = (PREGS <= 1) ? 1 : $clog2(PREGS);
  localparam int LOG2_ARCH  = (ARCH_REGS <= 1) ? 1 : $clog2(ARCH_REGS);
  typedef logic [XLEN-1:0]  reg_t;
  typedef logic [LOG2_PREGS-1:0] preg_tag_t;
  typedef logic [LOG2_ARCH-1:0]  areg_tag_t;
endpackage : core_pkg
`timescale 1ns/1ps
import core_pkg::*;
module data_scratchpad #(
    parameter int MEM_SIZE = 512,     
    parameter int XLEN = 32
)(
    input  logic             clk,
    input  logic             reset,
    input  logic             mem_req,
    input  logic             mem_we,
    input  logic [XLEN-1:0]  mem_addr,
    input  logic [XLEN-1:0]  mem_wdata,
    input  logic [1:0]       mem_size,    
    input  logic             mem_atomic,
    input  logic [XLEN-1:0]  mem_cmp_val,
    output logic             mem_ready,
    output logic [XLEN-1:0]  mem_rdata,
    output logic             mem_error
);
    (* ram_style = "block" *) 
    logic [XLEN-1:0] mem [0:(MEM_SIZE/4)-1];
    logic [XLEN-1:0] addr_word;
    logic [XLEN-1:0] read_data_reg;
    assign addr_word = mem_addr[XLEN-1:2];
    initial begin
        for (int i = 0; i < (MEM_SIZE/4); i++) begin
            mem[i] = '0;
        end
        mem[4] = 32'd67;   
    end
    always_ff @(posedge clk) begin
        if (addr_word < (MEM_SIZE/4)) begin
            read_data_reg <= mem[addr_word];
        end else begin
            read_data_reg <= '0;
        end
    end
    always_ff @(posedge clk or posedge reset) begin
        if (reset) begin
            mem_ready <= 1'b0;
            mem_rdata <= '0;
            mem_error <= 1'b0;
        end else begin
            mem_ready <= 1'b0;
            mem_error <= 1'b0;
            if (mem_req) begin
                if (addr_word >= (MEM_SIZE/4)) begin
                    mem_error <= 1'b1;
                    mem_ready <= 1'b1;
                end else if (mem_we) begin
                    mem[addr_word] <= mem_wdata;
                    mem_ready <= 1'b1;
                    mem_rdata <= '0;
                    // synthesis translate_off
                    $display("[SCRATCH] Write: addr=%h, data=%h", 
                            mem_addr, mem_wdata);
                    // synthesis translate_on
                end else begin
                    mem_rdata <= read_data_reg;
                    mem_ready <= 1'b1;
                    // synthesis translate_off
                    $display("[SCRATCH] Read: addr=%h, data=%h", 
                            mem_addr, read_data_reg);
                    // synthesis translate_on
                end
            end
        end
    end
endmodule
```

## design/flow/run.sh

```bash
#!/bin/bash
# OpenROAD 26Q1-2900-gdf79404cd8, Yosys 0.63+post, stock flow scripts
make -C /OpenROAD-flow-scripts/flow DESIGN_CONFIG=/design/flow/config.mk WORK_HOME=/design/flow/orfs finish
```

## design/flow/config.mk

```make
export PLATFORM = sky130hd
export DESIGN_NAME = data_scratchpad
export DESIGN_NICKNAME = data_scratchpad
export VERILOG_FILES = /design/flow/design.v
export SDC_FILE = /design/flow/constraint.sdc
export NUM_CORES = 4
export LEC_CHECK = 1
export CORE_UTILIZATION = 50
```

## design/flow/constraint.sdc

```tcl
current_design data_scratchpad

set clk_period 2.5
set clk_io_pct 0.2

create_clock -name clk0 -period $clk_period [get_ports {clk}]

set non_clock_inputs [all_inputs -no_clocks]
set_input_delay [expr $clk_period * $clk_io_pct] -clock clk0 $non_clock_inputs
set_output_delay [expr $clk_period * $clk_io_pct] -clock clk0 [all_outputs]
```

==> COMMIT_EDITMSG <==
Refresh implementation metrics

- The flow ran to the end, but the final reports show violations.
- Violated checks: negative hold slack, max-slew violations, negative setup slack
- Average wire per cell in the routed design: about 62 um
- Post-Syn Area per Cell: 18.06 um^2
- Ratio of total power to cell area: between 700 and 800 nW/um^2
* Maximum capacitance violations: 0
- In this run the worst path has a maximum fanout of 9.
- Critical path's slowest cell: a222oi_1
* Final Max Slew Viols: 2
- After technology mapping, the gate count stands at around 8500.
* Die width: between 500 and 600 um
- Counting flops with an async set or reset pin after synthesis yields a share of less than 1%.
- Detailed placement ended at an HPWL of about 660 mm.
- For the final database, setup skew stands at 54.98 ps.
* Total length of routed wires: slightly below 1000 mm
* Register-to-register setup slack: -770 ps
- The number of cells on the worst hold path is listed as 1.
- Looking at the setup timing report, the critical path kind is input port to flop.
- In the log, the iteration count for the first detailed-route pass is 11.
* RR Startpoint: mem[122][19]
- Kind of capture point of the worst setup path: flop
- Worst slew margin: -5.742%
- The endpoint identified for the worst register-to-register timing path is read_data_reg[19].
* Prevailing post-synth register cell: edfxtp_1
* Clk pin slew, worst setup/hold paths: approximately 60 ps
- After Yosys synthesis, AND-OR and OR-AND compound gates account for 11.81% of the synthesized area.
- The worst setup path is launched from an input port.
- For this run, the total global-route usage over all layers was measured as between 70% and 80%.
- Buffers and inverters on the worst path: 5
- The transition time recorded at the tightest slew-check pin is roughly 1600 ps.
* Flip-flop count of the largest register after layout: between 4000 and 5000
* Reg power frac: around half
- Setup repair after global routing could not meet its margin everywhere.
- Fraction of power consumed by the clock network: 42.4%
- The cell area that synthesis handed to floorplanning was about 150000 um^2.
* Arithmetic-cell share of the synthesized area counting full adders, half adders and majority gates: 0%
- The timing report attributes the biggest portion of critical-path delay to AND-OR/OR-AND gates.
- The number of antenna violations at the first check in global routing was around 130.
- In this run the number of H-tree levels came out at 5.
- The number of global-route vias before repair was 121800.
- Cell repeated most along the worst path: buf_4
* Max clock buf depth: 4
* Switching part of the total: between 20 and 25%
* Global-route wire length before repair: roughly 1200 mm
- Final global-route overflow total: 0
- The arrival time of data at the worst endpoint is listed as about 4200 ps.
* Launching instance or port of the critical path: mem_addr[5]
* Clock tree root driver cell: clkbuf_16
* Final tally of setup violations: 219
- Logic depth of the worst path, buffers included: 12
- M1 GR Usage: 65.88%
- The floorplan step records an initial core utilization of 50.41%.
* Delay of the slowest cell on the worst path: approximately 1300 ps
- The routed layout reports a DRC error count of 0.
* Critical-path cell list: buf_4 > buf_12 > or4b_4 > buf_6 > nor2_2 > buf_4 > a222oi_1 > buf_4 > nand3_4 > nor2_4 > nand4_1 > o221a_2
- Counting flops with a built-in enable in the synthesized netlist gives a little over 4000.
- Per the TritonCTS log, the buffer count is between 400 and 500.
- Largest net degree at the start of global routing: between 80 and 90
- Post-layout period usage of the worst path: 131.0%
- Critical Path End: read_data_reg[19]
- Post-DR vias/cell: between 7 and 8
* Worst reg-to-reg path cell count: 7
* Simple share: 4.001%
- Hold Fails Final Rpt: 10
- Largest non-sequential cell family by area: AND-OR/OR-AND gates
- The script extracted a total leakage power of ~70 nW.
- Chip area: between 300000 and 400000 um^2
- Highest-count logic cell in the final layout: edfxtp_1
* Sequential area share after synthesis: roughly 81%
* Setup WS pre-CTS: -2008 ps
- The detail route stage leaves a number of antenna-violating nets equal to 0.
* DIE HEIGHT: 555.2 um
* Multiplexer area fraction after synthesis: under 10%
- GR Util met3: between 70% and 80%
* Number of fillers in the final layout: approximately 19000
* Worst vdd rail ir drop: around 750 uV
* Count of standard-cell rows: around 200
- The smallest clock period supported by the final layout is computed as between 3000 and 4000 ps.
- Gate power share: 5.9%
- According to the Yosys statistics, the synthesized design has a chip area of 153000 um^2.
- The global router reports that the layer with the highest usage is met2.
* Number of unique standard cell types used by synthesis: about 83
- Yosys reg bits: 4162
* Met2 track utilization from global routing: 78.12%
- Via total after detailed routing: approximately 120k
- The congestion estimate from routability-driven global placement came to 1.207.
* Sink count of the clock tree: ~4200
- Cells with a size suffix above 1 make up 35.40% of the layout.
- Most frequent cells in the layout: edfxtp_1, buf_4, a22oi_1
- Boundary pin count: about 140
- The floorplan step defined a core boundary enclosing between 300000 and 400000 um^2.
- Tool warning count: about 67
- Clock tree from TritonCTS: yes
- For this run, the number of Yosys warnings is 3.
- Hold slack final: -20.88 ps
* Count of instantiated cells in the yosys netlist: approximately 8500
* Area growth from synthesis to layout: 35.08%
- Net Switching: about 0.034 W
- In this run the worst hold path is classified as input port to flop.
* Final core utilization: ~68%
- The internal power of the cells totals ~0.11 W.
- Fin worst setup slack: -776.1 ps
- Skew-Pair Late Insertion Delay: between 1000 and 1500 ps
- Data required time of the worst path: about 3400 ps
- Per the timing report, the achievable frequency comes out to a little over 300 MHz.
- The violation tally recorded at the end of detailed-routing iteration 0 is 15730.
* Port bufs: approximately 99
- For reference, XOR and XNOR gates occupy 0% of the area reported after synthesis.
==> cells in the mapped netlist, types with 7 or more instances <==
| master | n | area share [%] |
|---|---|---|
| clkbuf_1 | 184 | 0.45 |
| a22o_1 | 218 | 1.2 |
| nor4_1 | 111 | 0.45 |
| buf_4 | 37 | 0.18 |
| nand4_1 | 132 | 0.54 |
| a222oi_1 | 38 | 0.25 |
| a211oi_1 | 8 | 0.039 |
| a31oi_1 | 23 | 0.094 |
| a32oi_1 | 62 | 0.35 |
| nand2b_1 | 38 | 0.16 |
| edfxtp_1 | 4096 | 80 |
| o22a_1 | 8 | 0.046 |
| nor2b_1 | 9 | 0.037 |
| and3_1 | 57 | 0.23 |
| nor2_2 | 18 | 0.074 |
| o221ai_1 | 7 | 0.040 |
| mux2i_1 | 83 | 0.54 |
| buf_1 | 45 | 0.11 |
| a21oi_1 | 186 | 0.61 |
| o2111ai_1 | 8 | 0.046 |
| nor2_1 | 305 | 0.75 |
| or4_1 | 25 | 0.12 |
| nand2_1 | 234 | 0.57 |
| a2111oi_0 | 26 | 0.15 |
| nor3_1 | 78 | 0.26 |
| o21ai_0 | 93 | 0.30 |
| nand3b_1 | 7 | 0.034 |
| a221oi_1 | 150 | 0.86 |
| o211ai_1 | 20 | 0.098 |
| o22ai_1 | 215 | 0.88 |
| nand3_1 | 71 | 0.23 |
| a311oi_1 | 16 | 0.092 |
| and4_1 | 13 | 0.074 |
| buf_6 | 7 | 0.052 |
| dfrtp_1 | 34 | 0.56 |
| dfxtp_1 | 32 | 0.42 |
| mux2_2 | 75 | 0.55 |
| and2_1 | 8 | 0.033 |
| a22oi_1 | 1302 | 6.4 |
| buf_2 | 274 | 0.90 |
==> power by group through the flow <==
stage / Sequential [W] / Clock [W] / Combinational (W)
final: 0.0766 / 0.0626 / 0.00867
after global routing: 0.0765 / 0.0644 / 0.00827
after CTS: 0.0766 / 0.0620 / 0.00749
==> kinds of logic (layout without fill, tap and decap cells) <==
group,count (synthesis),after routing
buffers and inverters,549,3477
other,0,232
DFF,4162,4162
and+or+nand+nor,1172,1174
muxes,161,161
AOI/OAI and AO/OA,2428,2428
==> final cells by class <==
class | count | area, um^2 | share of cell area (%)
Timing Repair Buffer | 2706 | 31800 | 15.39
Inverter | 2 | 7.507 | 0.003632
Antenna cell | 232 | 580.6 | 0.2809
Tap cell | 4080 | 5105 | 2.470
Multi-Input combinational cell | 3763 | 31290 | 15.14
Clock buffer | 521 | 11040 | 5.343
Clock inverter | 248 | 2391 | 1.157
Sequential cell | 4162 | 124500 | 60.22
==> layer usage <==
metal,vias to the layer above,wire [um],part of all wire (%)
li1,41230,-,-
met4,427,121300,12
met3,6012,234400,24
met5,-,18050,1.9
met2,17800,357600,37
met1,58510,240200,25
==> stage by stage <==
stage	instances	instance area [um^2]	TNS, ps	total power, W
after global routing	15620	206500	-7584	0.1493
final	15710	206700	-14220	0.1479
after floorplan	8472	154300	-1678530	0.07967
after CTS	15300	201800	-933.8	0.1460
after global placement	14410	184800	-3731430	0.08516
after detailed placement	14420	184800	-3717400	0.08521
==> worst min-delay path by stage <==
| stage | startpoint | endpoint |
|---|---|---|
| final | mem_wdata[11] | mem[93][11] |
| after global routing | mem_wdata[11] | mem[93][11] |
| after CTS | mem_wdata[17] | mem[126][17] |
==> timing repair <==
action / CTS / global route
hold buffers: 12 / 0
cloned: 16 / 19
setup buffers: 93 / 187
endpoints found under the setup margin: 497 / 563
hold endpoints to repair: 154 / 0
pin swaps: 108 / 213
gates resized: 423 / 502
No activity file was given, so power comes from the tool's default toggle rates.
