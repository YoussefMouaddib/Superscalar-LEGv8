==> design/flow/design.v <==
package core_pkg;
  parameter int XLEN        = 32;    
  parameter int ARCH_REGS   = 32;    
  parameter int PREGS       = 64;    
  parameter int ROB_ENTRIES = 32;    
  parameter int IQ_ENTRIES  = 32;    
  parameter int LSQ_ENTRIES = 32;    
  parameter int FETCH_WIDTH = 2;     
  parameter int ISSUE_WIDTH = 2;     
  localparam int LOG2_PREGS = (PREGS <= 1) ? 1 : $clog2(PREGS);
  localparam int LOG2_ARCH  = (ARCH_REGS <= 1) ? 1 : $clog2(ARCH_REGS);
  typedef logic [XLEN-1:0]  reg_t;
  typedef logic [LOG2_PREGS-1:0] preg_tag_t;
  typedef logic [LOG2_ARCH-1:0]  areg_tag_t;
endpackage : core_pkg
`timescale 1ns/1ps
import core_pkg::*;
module regfile_synth #(
  parameter int XLEN      = core_pkg::XLEN,
  parameter int ARCH_REGS = core_pkg::ARCH_REGS,
  parameter int PREGS     = core_pkg::PREGS
)(
  input  logic                         clk,
  input  logic                         reset,   
  input  logic                         wen0,
  input  core_pkg::preg_tag_t          wtag0,
  input  logic [XLEN-1:0]              wdata0,
  input  logic                         wen1,
  input  core_pkg::preg_tag_t          wtag1,
  input  logic [XLEN-1:0]              wdata1,
  input  core_pkg::preg_tag_t          rtag0,
  output logic [XLEN-1:0]              rdata0,
  input  core_pkg::preg_tag_t          rtag1,
  output logic [XLEN-1:0]              rdata1,
  input  core_pkg::preg_tag_t          rtag2,
  output logic [XLEN-1:0]              rdata2,
  input  core_pkg::preg_tag_t          rtag3,
  output logic [XLEN-1:0]              rdata3,
  input  core_pkg::preg_tag_t          rtag4,
  output logic [XLEN-1:0]              rdata4,
  input  core_pkg::preg_tag_t          rtag5,
  output logic [XLEN-1:0]              rdata5
);
  logic [XLEN-1:0] regs [0:63];
  always_ff @(posedge clk or posedge reset) begin
    if (reset) begin
      for (int i = 0; i < PREGS; i++) begin
        regs[i] <= 0;
      end
    end else begin
      if (wen0) begin
        regs[wtag0] <= wdata0;
      end
      if (wen1) begin
        if (!(wen0 && (wtag0 == wtag1))) begin
          regs[wtag1] <= wdata1;
        end
      end
    end
  end
  function automatic logic [XLEN-1:0] read_reg(input core_pkg::preg_tag_t tag);
    logic [XLEN-1:0] tmp;
    begin
      if (wen0 && (wtag0 == tag))
        tmp = wdata0;
      else if (wen1 && (wtag1 == tag))
        tmp = wdata1;
      else
        tmp = regs[tag];
      read_reg = tmp;
    end
  endfunction
  assign rdata0 = read_reg(rtag0);
  assign rdata1 = read_reg(rtag1);
  assign rdata2 = read_reg(rtag2);
  assign rdata3 = read_reg(rtag3);
  assign rdata4 = read_reg(rtag4);
  assign rdata5 = read_reg(rtag5);
endmodule
==> design/flow/run.sh <==
#!/bin/bash
# OpenROAD 26Q1-2900-gdf79404cd8, Yosys 0.63+post, stock flow scripts
make -C /OpenROAD-flow-scripts/flow DESIGN_CONFIG=/design/flow/config.mk WORK_HOME=/design/flow/orfs finish
==> design/flow/config.mk <==
export PLATFORM = sky130hd
export DESIGN_NAME = regfile_synth
export DESIGN_NICKNAME = regfile_synth
export VERILOG_FILES = /design/flow/design.v
export SDC_FILE = /design/flow/constraint.sdc
export NUM_CORES = 4
export LEC_CHECK = 1
export CORE_UTILIZATION = 40
==> design/flow/constraint.sdc <==
current_design regfile_synth

set clk_period 17.3
set clk_io_pct 0.2

create_clock -name clk0 -period $clk_period [get_ports {clk}]

set non_clock_inputs [all_inputs -no_clocks]
set_input_delay [expr $clk_period * $clk_io_pct] -clock clk0 $non_clock_inputs
set_output_delay [expr $clk_period * $clk_io_pct] -clock clk0 [all_outputs]
==> impl_metrics.yaml <==
# flow metrics
status:
  run_status: "stopped before the end"
  lastStage: "global routing (5_1_grt)"
  stop_error: "[ERROR GRT-0116] Global routing finished with congestion. Check the congestion regions in the DRC Viewer."
synth:
  synth-xor-area-share_pct: 0.389
  netlist.area_leader.share_pct: 29.2
  ys_warn_count: 2
  top_area_cell: "dfrtp_1"
  topCombFamilyByArea: "AND-OR/OR-AND gates"
  edf_count: 0
  area_leaders: "dfrtp_1 29%, a22oi_1 16%, mux2i_1 12%"
  ys_sh_mux_pct: 12.1
  yosysChipArea_sq_um: 176000
  aoi_share_pct: 34.6
  async_flop_share_pct: 100
  synth.most_common_cell: "a22oi_1"
  synth_seq_share_pct: 29.2
  adder_share_pct: 0
  ys_ff: 2048
  yosys_cells: 21696
  syn_inst: 21696
  synth_area_sq_um: 176000
  simple_gate_share_pct: 17.5
  yosys.cell_types.count: 88
  flop_cell: "dfrtp_1"
  synthTopCellsByCount: "3767 x a22oi_1, 2404 x nor2_1, 2048 x dfrtp_1, 2028 x mux2i_1, 2020 x a21oi_1"
  syn_area_per_cell_sq_um: 8.10
global_routing:
  grt_max_degree: 130
  grt_use_total_pct: 123
  grt_first_pass_wirelength_um: 3450000
  grt_pass1_vias: 286856
  globalRouteOverflowTotal: 90888
cts:
  cts_root_buffer: "clkbuf_16"
  clock_path_buffers: 4
  htreeDepth: 4
  clkSinkCount: 2048
  cts-hold-fix-buffers: 0
  cts_setup_buffers: 0
  cts_resized: 0
  cts_buffers: 234
floorplan:
  fp.dieH_um: 665
  fp_util_pct: 40.1
  io_pins: 308
  die_w_um: 665
  rows: 243
place:
  dp.final_hpwl_um: 1930000
  io_buffers: 307
  dpl.cell_count: 27701
  place.gp.congestion: 1.75
==> per-layer routing <==
layer,GRT usage [%],overflow
met1,117,19265
met3,112,12395
met4,106,9449
met2,147,48490
met5,102,1289
==> cell families after synthesis <==
group,count (synthesis)
DFF,2048
buffers and inverters,2578
AOI/OAI and AO/OA,8585
and+or+nand+nor,6301
muxes,2106
xor gates and xnor gates,78
==> metrics by stage <==
step           power, W  utilization [%]  hold WS (ns)  worst slack [ns]  cell area [sq um]
2_1_floorplan    0.0103                -         0.569            -14.60             176000
3_3_place_gp     0.0169             45.3         0.556              4.55             199000
3_5_place_dp     0.0168             45.4         0.566              4.69             199000
4_1_cts          0.0221             47.2         0.574              4.67             207000
Power figures rest on the tool's default switching activity, not on a simulated workload.
