--- design/flow/config.mk ---
export PLATFORM = sky130hd
export DESIGN_NAME = inst_rom
export DESIGN_NICKNAME = inst_rom
export VERILOG_FILES = /design/flow/design.v
export SDC_FILE = /design/flow/constraint.sdc
export NUM_CORES = 4
export LEC_CHECK = 1
export CORE_UTILIZATION = 50
--- design/flow/run.sh ---
#!/bin/bash
# OpenROAD 26Q1-2900-gdf79404cd8, Yosys 0.63+post, stock flow scripts
make -C /OpenROAD-flow-scripts/flow DESIGN_CONFIG=/design/flow/config.mk WORK_HOME=/design/flow/orfs finish
--- design/flow/design.v ---
package core_pkg;
  parameter int XLEN        = 32;    
  parameter int ARCH_REGS   = 32;    
  parameter int PREGS       = 64;    
  parameter int ROB_ENTRIES = 32;    
  parameter int IQ_ENTRIES  = 32;    
  parameter int LSQ_ENTRIES = 32;    
  parameter int FETCH_WIDTH = 2;     
  parameter int ISSUE_WIDTH = 2;     
  localparam int LOG2_PREGS = (PREGS <= 1) ? 1 : $clog2(PREGS);
  localparam int LOG2_ARCH  = (ARCH_REGS <= 1) ? 1 : $clog2(ARCH_REGS);
  typedef logic [XLEN-1:0]  reg_t;
  typedef logic [LOG2_PREGS-1:0] preg_tag_t;
  typedef logic [LOG2_ARCH-1:0]  areg_tag_t;
endpackage : core_pkg
`timescale 1ns/1ps
import core_pkg::*;
module inst_rom #(
    parameter int ROM_SIZE = 256,     
    parameter int XLEN = 32
)(
    input  logic             clk,
    input  logic             reset,
    input  logic             imem_ren,
    input  logic [XLEN-1:0]  imem_addr0,
    input  logic [XLEN-1:0]  imem_addr1,
    output logic             imem_valid,
    output logic [XLEN-1:0]  imem_rdata0,
    output logic [XLEN-1:0]  imem_rdata1,
    output logic [1:0][XLEN-1:0]  imem_pc
);
    (* ram_style = "block" *) 
    logic [XLEN-1:0] rom [0:(ROM_SIZE/4)-1];
    initial begin
        for (int i = 0; i < (ROM_SIZE/4); i++) begin
            rom[i] = 32'h00000000;
        end
        rom['h00] = 32'h20200001;   
        rom['h01] = 32'h20A00010;   
        rom['h02] = 32'h00212800;   
        rom['h03] = 32'h20410004;   
        rom['h04] = 32'h20C00001;   
        rom['h05] = 32'h21200002;   
        rom['h06] = 32'h20A0000C;   
        rom['h07] = 32'h01292800;   
        rom['h08] = 32'h20C00048;   
        rom['h09] = 32'h44C90000;   
        rom['h0A] = 32'h20C00065;   
        rom['h0B] = 32'h44C90004;   
        rom['h0C] = 32'h20C0006C;   
        rom['h0D] = 32'h44C90008;   
        rom['h0E] = 32'h20C0006C;   
        rom['h0F] = 32'h44C9000C;   
        rom['h10] = 32'h20C0006F;   
        rom['h11] = 32'h44C90010;   
        rom['h12] = 32'h20C0002C;   
        rom['h13] = 32'h44C90014;   
        rom['h14] = 32'h20C00020;   
        rom['h15] = 32'h44C90018;   
        rom['h16] = 32'h20C0004C;   
        rom['h17] = 32'h44C9001C;   
        rom['h18] = 32'h20C00045;   
        rom['h19] = 32'h44C90020;   
        rom['h1A] = 32'h20C00047;   
        rom['h1B] = 32'h44C90024;   
        rom['h1C] = 32'h20C00076;   
        rom['h1D] = 32'h44C90028;   
        rom['h1E] = 32'h20C00038;   
        rom['h1F] = 32'h44C9002C;   
        rom['h20] = 32'h20C00021;   
        rom['h21] = 32'h44C90030;   
        rom['h22] = 32'h20C0000D;   
        rom['h23] = 32'h44C90034;   
        rom['h24] = 32'h20C0000A;   
        rom['h25] = 32'h44C90038;   
        rom['h26] = 32'h20C00000;   
        rom['h27] = 32'h44C9003C;   
        rom['h28] = 32'h20690000;   
        rom['h29] = 32'h40830000;   
        rom['h2A] = 32'h6080001B;   
        rom['h2B] = 32'h40C20000;   
        rom['h2C] = 32'h00C62824;   
        rom['h2D] = 32'h64DFFFFE;   
        rom['h2E] = 32'h44810000;   
        rom['h2F] = 32'h20630004;   
        rom['h30] = 32'h83FFFFF6;   
        rom['h31] = 32'h80000000;   
    end
    always_ff @(posedge clk) begin
        if (imem_ren) begin
            imem_valid <= 1'b1;
            imem_rdata0 <= rom[imem_addr0[XLEN-1:2]];
            imem_rdata1 <= rom[imem_addr1[XLEN-1:2]];
            imem_pc[0] <= imem_addr0;
            imem_pc[1] <= imem_addr1;
            // synthesis translate_off
            $display("[IROM] Fetch: PC0=%h, instr0=%h, PC1=%h, instr1=%h", 
                    imem_addr0, rom[imem_addr0[XLEN-1:2]], 
                    imem_addr1, rom[imem_addr1[XLEN-1:2]]);
            // synthesis translate_on
        end else begin
            imem_valid <= 1'b0;
        end
    end
endmodule
--- design/flow/constraint.sdc ---
current_design inst_rom

set clk_period 3.2
set clk_io_pct 0.2

create_clock -name clk0 -period $clk_period [get_ports {clk}]

set non_clock_inputs [all_inputs -no_clocks]
set_input_delay [expr $clk_period * $clk_io_pct] -clock clk0 $non_clock_inputs
set_output_delay [expr $clk_period * $clk_io_pct] -clock clk0 [all_outputs]
==> run_results.csv <==
group,metric,value,unit
logic_synthesis,summed_instance_area_of_the_synthesized_netlist,0.00533,sq mm
global_routing,initial_antenna_violation_count,0,
logic_synthesis,synth_cell_types,56,
logic_synthesis,top_cell_area_share,60.9,%
logic_synthesis,netlist.top_cell.by_area,"edfxtp_1",
critical_path,critical_path_required,3.32,ns
routing,router_iterations_before_antenna_repair,5,
final_timing,finalHoldWorstSlack,0.755,ns
place,dp_hpwl,11700,um
logic_synthesis,yosys_area,0.00533,sq mm
logic_synthesis,ys_sh_aoi,15.4,%
final_timing,setup_ws,0.769,ns
final_timing,final_hold_viol_count,0,
floorplan,initCoreUtil,51.6,%
logic_synthesis,synth-edff-count,108,
critical_path,cp_data_arrival_time,2.55,ns
min_path,tightest_hold_check_type,"input port to register",
clock_tree,cts_hold_buf,0,
job,log.warning_count,47,
power_and_ir_drop,total_power,0.00317,W
logic_synthesis,yosys-mux-area-fraction,1.57,%
place,buffer_ports.inserted,190,
logic_synthesis,synth_simple_gate_area_share,9.46,%
routing,drtIter0Drc,233,
outcome,status,"finished clean",
logic_synthesis,topCellsByArea,"edfxtp_1 (61%), ha_1 (5.6%), buf_4 (3.4%)",
global_routing,grt_pass1_wl,23600,um
routing,wirelength,15500,um
floorplan,floorplan.die.width,105,um
global_routing,overall_fraction_of_global_route_tracks_in_use,31.3,%
routing,route.detailed.wl_per_inst,20.6,um
job,max-cap-violations,0,
global_routing,grt_pass1_vias,3958,
clock_tree,clock_tree.htree_level_count,3,
critical_path,setup.worst_path.class,"input port to register",
final_timing,fin_crit,2.43,ns
critical_path,path_delay_family,"buffers and inverters",
critical_path,cp.buffers_inverters,2,
critical_path,worst_path_largest_cell_delay,0.48,ns
min_path,hold_path.startpoint,"imem_ren",
critical_path,start_kind,"input port",
power_and_ir_drop,power.static_leakage,2.79,nW
place,placement.setup.worst_slack,0.372,ns
logic_synthesis,synth.yosys.seq_area_share,61.2,%
layout,final.fill_count,712,
routing,num_vias,4218,
final_timing,post_route_clock_period_utilization,76.0,%
global_routing,globalRoute.totalOverflow,0,
floorplan,fp.dieH,105,um
layout,layoutNonFillerInstCount,756,
logic_synthesis,ys.flops,109,
clock_tree,path_clk_slew,0.11,ns
final_timing,max_slew.worst_pin.slew,0.655,ns
place,dp.cells,740,
logic_synthesis,async_reset_ff_share,0,%
logic_synthesis,yosys-stat-cells,436,
final_timing,max_clock_freq,411,MHz
final_timing,report.final.setup_viol,0,
final_timing,totalNegativeSetupSlack,0,ns
routing,avgViaCountPerCell,5.58,
routing,post-route-drc-count,0,
floorplan,num_rows,37,
power_and_ir_drop,ir_drop,0.283,mV
final_timing,finalMaxSlewViolations,0,
critical_path,timing.critical_path.to_type,"register",
critical_path,timing.critical_path.cells,"clkdlybuf4s50_1, inv_1, ha_1, nor2b_1, or3_1, a32oi_1, o221ai_1",
clock_tree,root_buffer,"clkbuf_8",
clock_tree,cts_resized,0,
routing,drtAntennaViolNets,0,
min_path,timing.hold.worst_path_depth,1,
power_and_ir_drop,power-per-cell-area,423,mW/mm^2
clock_tree,cts_made_buffers,9,
clock_tree,postCtsSetupBuffers,0,
logic_synthesis,xor_share,0,%
floorplan,io_pins,196,
logic_synthesis,synth_cells,436,
logic_synthesis,synth_top_flop_cell,"edfxtp_1",
critical_path,cpMaxStageDelayCell,"clkdlybuf4s50_1",
min_path,hold_end,"imem_pc[35]",
clock_tree,cts-root-to-sink-buffers,2,
clock_tree,tritoncts,"yes",
clock_tree,clock_sinks,109,
layout,syn2layout_area_growth,40.7,%
global_routing,grt_max_degree,47,
logic_synthesis,synth.avg_cell_area,12.2,sq um
floorplan,core_area,0.0103,sq mm
place,place.gp.congestion,0.952,
logic_synthesis,top_logic_family,"AND-OR/OR-AND gates",
final_timing,rsz0062_at_grt,"false",
critical_path,timing.critical_path.fanout_max,11,
logic_synthesis,synth.cellmix.adderShare,5.64,%
routing,antennaDiodeCount,0,
logic_synthesis,ys.warnings.count,2,
layout,drive_gt1_share,7.26,%
floorplan,chip_area,0.0111,sq mm
final_timing,max-slew-margin-rel,56.0,%
-- cells by family (layout without fill, tap and decap cells) --
| kind of cell | Yosys count | count (layout) |
|---|---|---|
| AOI/OAI and AO/OA | 125 | 125 |
| DFF | 109 | 109 |
| and+or+nand+nor | 105 | 105 |
| buffers and inverters | 64 | 245 |
| adders and majority gates | 24 | 24 |
| muxes | 8 | 8 |
| other | 1 | 4 |
-- where the power goes --
part / switching, W / internal, W
clock: 0.000497 / 0.000327
sequential: 0.0000424 / 0.00170
combinational: 0.000237 / 0.000364
total: 0.000777 / 0.00239
-- cell usage after synthesis, drive strengths merged, types with 5 or more instances --
| cell | n |
|---|---|
| nor2b | 10 |
| mux2i | 5 |
| a31oi | 11 |
| nor2 | 20 |
| ha | 24 |
| inv | 16 |
| o21ai | 29 |
| clkbuf | 6 |
| a211oi | 10 |
| edfxtp | 108 |
| nand2 | 39 |
| nand2b | 15 |
| o221ai | 6 |
| nor3 | 5 |
| buf | 41 |
| a21oi | 30 |
-- stage by stage --
step | cell area, sq um | util [%]
6_report | 7500 | 72.6
3_3_place_gp | 7300 | 70.7
4_1_cts | 7500 | 72.6
3_5_place_dp | 7300 | 70.7
2_1_floorplan | 5340 | -
5_1_grt | 7500 | 72.6
-- worst max path at each step --
stage	cells past startpoint	start	end	slack, ns
6_report	7	imem_addr0[2]	imem_rdata0[5]	0.77
5_1_grt	5	imem_addr1[5]	imem_rdata1[2]	0.64
4_1_cts	7	imem_addr0[2]	imem_rdata0[5]	0.80
-- state kept, by name, indices dropped and copies added (netlist names) --
signal,cells
imem_pc,64
imem_rdata0,22
imem_rdata1,22
imem_valid,1
-- per-layer routing --
metal	global-route usage, %	routed length [um]	up-vias
li1	-	-	1961
met1	50.4	6000	1938
met2	41.4	6660	284
met3	16.2	2400	35
met4	7.24	483	0
met5	1.43	0	-
-- area by class of cell --
| class | instances | area, sq um | share of cell area [%] |
|---|---|---|---|
| timing repair buffer | 212 | 2080 | 27.7 |
| tap | 136 | 170 | 2.27 |
| clock inverter | 6 | 57.6 | 0.768 |
| sequential | 109 | 3260 | 43.5 |
| clock buffer | 10 | 138 | 1.84 |
| inverter | 17 | 63.8 | 0.851 |
| multi-input combinational | 266 | 1730 | 23.0 |
-- cell usage in the layout, fill, tap and decap left out, types with 11 or more instances in the layout --
master	instances
nor2_1	20
a21oi_1	29
buf_4	22
edfxtp_1	108
ha_1	24
clkdlybuf4s50_1	189
nand2b_1	15
a31oi_1	11
nand2_1	39
inv_1	16
o21ai_0	28
Power figures rest on the tool's default switching activity, not on a simulated workload.
